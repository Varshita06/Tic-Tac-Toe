`flow/config.mk`:
```
export PLATFORM = sky130hd
export DESIGN_NAME = TBox
export DESIGN_NICKNAME = TBox
export VERILOG_FILES = /design/flow/design.v
export SDC_FILE = /design/flow/constraint.sdc
export NUM_CORES = 4
export LEC_CHECK = 1
export CORE_AREA = 10 10 90 90
export DIE_AREA = 0 0 100 100
```
`flow/constraint.sdc`:
```
current_design TBox

set clk_period 1.4
set clk_io_pct 0.2

create_clock -name clk0 -period $clk_period [get_ports {clk}]

set non_clock_inputs [all_inputs -no_clocks]
set_input_delay [expr $clk_period * $clk_io_pct] -clock clk0 $non_clock_inputs
set_output_delay [expr $clk_period * $clk_io_pct] -clock clk0 [all_outputs]
```
`flow/design.v`:
```
module TCell(input clk, input set, input reset,input  set_symbol, output reg valid, output reg symbol);
initial begin
    valid=1'b0;
   symbol=1'b0;
end
always @(posedge clk)
begin
    if(reset)
    begin
        valid<=1'b0;
        symbol=1'b0;
    end
    else if(set==1'b1&&valid==1'b0)begin
        valid<=1'b1;
        symbol=set_symbol;
    end
end
endmodule
module inst(input clk, input reset, output reg [1:0] game_state,output reg set_symbol);
always @(posedge clk) begin
    if(reset) begin
        set_symbol<=1'b1;
    end
end
   endmodule
module resett(input reset,input clk,output reg [1:0] game_state,output reg set_symbol );
 always@(posedge clk or posedge reset) begin
        if(reset) begin
            game_state=2'b00;
            set_symbol=1'b1;
        end
     end
 endmodule
module symb(input clk,input reset,input [8:0]valid,output reg set_symbol);
wire chance;
assign chance=valid[0]^valid[1]^valid[2]^valid[3]^valid[4]^valid[5]^valid[6]^valid[7]^valid[8];
initial begin
    set_symbol=1'b1;
end
 always @(posedge clk) begin
     if(reset) begin
        set_symbol<=1'b1;
    end
    if(!reset) begin
        if(chance) begin
            set_symbol<=1'b0;
        end
        else begin
            set_symbol<=1'b1;
        end
    end
 end
 endmodule
module dec( input set,input [1:0] row,input [1:0] col,output reg [8:0]out);
always @(*) begin
        out[0]=~row[1]&row[0]&~col[1]&col[0]&set;
        out[1]=~row[1]&row[0]&col[1]&~col[0]&set;
        out[2]=~row[1]&row[0]&col[1]&col[0]&set;
        out[3]=row[1]&~row[0]&~col[1]&col[0]&set;
        out[4]=row[1]&~row[0]&col[1]&~col[0]&set;
        out[5]=row[1]&~row[0]&col[1]&col[0]&set;
        out[6]=row[1]&row[0]&~col[1]&col[0]&set;
        out[7]=row[1]&row[0]&col[1]&~col[0]&set;
        out[8]=row[1]&row[0]&col[1]&col[0]&set;
    end
endmodule
module win(input [8:0]valid,input reset,input [8:0]symbol, input [1:0] prev_game_state,output reg [1:0]game_state);
initial begin
    game_state=2'b00;
end
integer i;integer k;integer j;
 always @(*) begin 
  if(!reset) begin
    if(prev_game_state == 2'b00)begin 
        for(i=0;i<9;i=i+3) begin
           if(valid[i]&&valid[i+1]&&valid[i+2]&&symbol[i]==symbol[i+1]&&symbol[i+1]==symbol[i+2]) begin
                if(symbol[i]==1) begin
                    game_state=2'b01;
                end
                else begin
                    game_state=2'b10;
                end
           end
        end
        for(j=0;j<3;j=j+1) begin  
            if(valid[j]&&valid[j+3]&&valid[j+6]&&symbol[j]==symbol[j+3]&&symbol[j+3]==symbol[j+6]) begin
                if(symbol[j]==1) begin
                    game_state=2'b01;
                end
                else begin
                    game_state=2'b10;
                end
           end
        end
         for(k=2;k<5;k=k+2) begin  
            if(valid[4-k]&&valid[4]&&valid[4+k]&&symbol[4-k]==symbol[4]&&symbol[4]==symbol[k+4]) begin
             if(symbol[k]==1) begin
                    game_state=2'b01;
                end
                else begin
                    game_state=2'b10;
                end
           end
        end
        if(valid==9'b111111111 &&prev_game_state==2'b00) begin
            game_state=2'b11;
        end
   end
  end
   else begin
    game_state<=2'b00;
   end
 end   
endmodule
module TBox(input clk,input set,input reset,input [1:0]row,input [1:0]col,output [8:0]valid,output  [8:0]symbol,output  [1:0]game_state);
wire set_symbol;
wire [8:0] out;
dec d1(set,row,col,out);
symb sb(clk,reset,valid,set_symbol);
 TCell t1(clk,out[0],reset,set_symbol,valid[0],symbol[0]);
 TCell t2(clk,out[1],reset,set_symbol,valid[1],symbol[1]);
 TCell t3(clk,out[2],reset,set_symbol,valid[2],symbol[2]);
 TCell t4(clk,out[3],reset,set_symbol,valid[3],symbol[3]);
 TCell t5(clk,out[4],reset,set_symbol,valid[4],symbol[4]);
 TCell t6(clk,out[5],reset,set_symbol,valid[5],symbol[5]);
 TCell t7(clk,out[6],reset,set_symbol,valid[6],symbol[6]);
 TCell t8(clk,out[7],reset,set_symbol,valid[7],symbol[7]);
 TCell t9(clk,out[8],reset,set_symbol,valid[8],symbol[8]);
wire [1:0]prev_gs;
assign prev_gs=game_state;
win w1(valid,reset,symbol,prev_gs,game_state);
endmodule
```
`flow/run.sh`:
```
#!/bin/bash
# OpenROAD 26Q1-2900-gdf79404cd8, Yosys 0.63+post, stock flow scripts
make -C /OpenROAD-flow-scripts/flow DESIGN_CONFIG=/design/flow/config.mk WORK_HOME=/design/flow/orfs finish
```
==> metrics.csv <==
stage;metric;value;unit
timing;slew at the pin closest to its max-slew limit;349;ps
synth;ys cells;165;
worst_setup_path;CP bufs+invs;1;
layout;share of cells above drive strength 1;29.5;%
worst_setup_path;critical path's slowest cell;clkdlybuf4s50_1;
placement;routability cong.;0.924;
synth;Top-area cell share;30.4;%
cts;Worst-path clk slew;70;ps
timing;Hold Worst Slack;449;ps
global_routing;antenna violations before repair;0;
timing;Setup Viol. Count Final;0;
timing;endpoints left unconstrained;4;
synth;cell taking the most area after synthesis;dfxtp_1;
worst_setup_path;delay-heaviest family, CP;buffers and inverters;
route;WL per Instance;13.3;um
synth;biggest area cells;dfxtp_1 30%, buf_4 11%, nor2_1 7.2%;
floorplan;I/O pin count;27;
synth;total number of yosys warnings;8;
route;antenna-violating nets left;0;
layout;fin cells;277;
layout;top logic cells by instance count in the layout;28 x buf_4, 23 x nor2_1, 17 x clkdlybuf4s50_1, 13 x a21oi_1, 10 x dfxtp_1;
synth;yosys stat chip area;1250;um2
placement;Post-Place Setup Slack;-326;ps
route;DRT iter0 DRCs;94;
timing;Slew HR;76.7;%
route;routed vias;1221;
synth;Syn Inst Count;165;
global_routing;overflow left after global routing;0;
layout;Layout area overhead;45.8;%
pwr;power per cell area;628;nW/um2
worst_setup_path;crit-path cells;clkdlybuf4s50_1;
global_routing;first-pass GRT wire length;6070;um
placement;buffers added on ports;26;
placement;HPWL Detailed;2770;um
layout;Top reg by flops;w1.game_state;
cts;Clock H-tree levels;1;
global_routing;gr usage total;7.33;%
timing;hold violation count in the final report;0;
timing;Final period util;97.5;%
global_routing;vias in the first global route;1211;
floorplan;Die H;100;um
worst_setup_path;worst-path maximum fanout;4;
route;1st-pass router iterations;4;
worst_setup_path;max incr delay on CP;460;ps
synth;mean post-synth cell area;7.58;um2
layout;Commonest Layout Cell;buf_4;
floorplan;die area;10000;um2
timing;minimum clock period;1360;ps
route;Total Wirelength;3680;um
worst_setup_path;startpoint types;register;
global_routing;largest net degree at the start of global routing;23;
worst_hold_path;type of the worst min-delay path;in -> reg;
synth;Registers, synthesis;21;
pwr;Worst VDD drop;0.000330;V
cts;Root Buffer;clkbuf_8;
timing;final clock skew;2.62;ps
synth;area of the mapped netlist;1250;um2
worst_setup_path;WP data arrival;1080;ps
layout;Util after Layout;29.1;%
placement;# placed instances;271;
timing;Slew Limit Fails;0;
route;vias per cell;4.41;
worst_setup_path;CP required;1120;ps
timing;setup slack after layout;35.4;ps
layout;max reg flops;2;
worst_setup_path;critical path class;reg -> out;
worst_setup_path;Setup crit end kind;output pin;
floorplan;Placeable Area;6280;um2
cts;maximum clock path buffer count;2;
run;max cap viols;0;
pwr;Leak;0.796;nW
floorplan;fp_density;19.9;%
floorplan;FP Rows;29;
run;tool warnings;26;
route;Diodes inserted;0;
timing;timing-limited maximum frequency;733;MHz
cts;Late-Pin Clk Latency;250;ps
route;DRC;0;
cts;TritonCTS buffer count;3;
synth;Netlist cell types;30;
run_status;status;completed;
cts;CTS tree;built;
timing;count of unclocked register or latch pins;2;
floorplan;Die Span X;100;um
==> power breakdown <==
part / total [mW] / switching, mW / internal (mW)
Sequential: 0.571 / 0.0180 / 0.553
Clock: 0.382 / 0.180 / 0.202
Combinational: 0.192 / 0.0900 / 0.102
==> metal layers <==
layer | part of all wire (%) | global-route usage [%] | up-vias
li1 | - | - | 634
met1 | 46 | 10.2 | 568
met2 | 48 | 11.4 | 17
met3 | 5.2 | 1.80 | 2
met4 | 1.1 | 1.30 | 0
met5 | 0 | 0 | -
==> timing repair <==
| item | CTS | global route |
|---|---|---|
| pin swaps | 1 | 1 |
| resized | 17 | 21 |
| hold endpoints to repair | 0 | 0 |
| setup endpoints to repair | 12 | 17 |
| buffers inserted | 0 | 2 |
| hold buffers | 0 | 0 |
==> stage by stage <==
stage	instance area, um2	power (mW)	setup TNS, ps
finish	1820	1.14	0
global route	1820	1.20	-0.0692
CTS	1740	1.15	-23.4
detailed placement	1660	0.765	-2980
global placement	1660	0.764	-2930
floorplan	1250	0.675	0
==> Yosys cell counts <==
cell type  count
nor2_1        24
dfxtp_1       19
buf_4         18
a21oi_1       14
nand2_1       11
nor3_1         9
nand3_1        7
xnor2_1        6
and3_1         5
clkbuf_1       5
mux2i_1        5
o21ai_0        5
inv_1          4
nand2b_1       4
nor4_1         4
o2111ai_1      4
and3_2         3
nor2b_1        3
a31oi_1        2
dlxtn_1        2
or3_1          2
buf_6          1
ha_1           1
nand4_1        1
nand4b_1       1
o21ai_2        1
o221ai_1       1
o31ai_1        1
or3_2          1
xor2_1         1
==> cell families (layout without fill, tap and decap cells) <==
group	count (synthesis)	in the layout	synth area share, %
and+or+nand+nor	75	75	29.5
muxes	5	5	4.00
xor gates and xnor gates	7	7	4.90
adders and majority gates	1	1	1.00
latches	2	2	2.40
buffers and inverters	28	63	14.4
DFF	19	19	30.4
AOI/OAI and AO/OA	28	28	13.4
==> worst paths after layout <==
kind,from,to,slack (ps),cells past startpoint
worst min-delay path,row[1],t6.valid,450,3
worst min register to register,t6.valid,t6.valid,520,2
worst max-delay path,t9.valid,valid[8],40,1
worst max register to register,t2.valid,sb.set_symbol,130,5
==> worst register-to-register path: stages (launching register included) <==
cell	delay (ps)
dfxtp_4	360
ha_1	280
xnor2_1	170
xnor2_1	150
xnor2_1	130
nand2b_1	70
==> cell type report <==
| cell class | count | area (um2) |
|---|---|---|
| fill | 652 | 4450 |
| multi-input combinational | 116 | 727 |
| timing repair buffer | 55 | 509 |
| sequential | 21 | 432 |
| tap | 77 | 96.3 |
| clock buffer | 4 | 45.0 |
| inverter | 4 | 15.0 |
Power is estimated from default activity; no workload was simulated.
